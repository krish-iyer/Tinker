==> flow/design.v <==
`timescale 1ns / 1ps
module instr_mem(
    input  [8:0] addr,
    output reg [31:0] out
);
reg [31:0] mem [0:511];
    initial begin
        mem[0] = 32'h00a000b7;
        mem[1] = 32'h003000d7;
        mem[2] = 32'hFFF000F7;
        mem[3] = 32'h33300117;
        mem[4] = 32'h00300137;
        mem[5] = 32'h0000001f;
        mem[6] = 32'h00031420;
        mem[7] = 32'h00031442;
        mem[8] = 32'h00041c66;
        mem[9] = 32'h00041c87;
        mem[10] = 32'h00041c28;
        mem[11] = 32'h00001c49;
        mem[12] = 32'h0004a06a;
        mem[13] = 32'h0000001f;
    end
always @* begin
    out = mem[addr[8:0]];    
end
endmodule
==> flow/run.sh <==
#!/bin/bash
# OpenROAD 26Q1-2900-gdf79404cd8, Yosys 0.63+post, stock flow scripts
make -C /OpenROAD-flow-scripts/flow DESIGN_CONFIG=/design/flow/config.mk WORK_HOME=/design/flow/orfs finish
==> flow/config.mk <==
export PLATFORM = sky130hd
export DESIGN_NAME = instr_mem
export DESIGN_NICKNAME = instr_mem
export VERILOG_FILES = /design/flow/design.v
export SDC_FILE = /design/flow/constraint.sdc
export NUM_CORES = 4
export LEC_CHECK = 1
export CORE_AREA = 10 10 70 70
export DIE_AREA = 0 0 80 80
export SYNTH_MEMORY_MAX_BITS = 65536
==> flow/constraint.sdc <==
current_design instr_mem

set clk_period 1.1
set clk_io_pct 0.2

create_clock -name clk0 -period $clk_period

set non_clock_inputs [all_inputs -no_clocks]
set_input_delay [expr $clk_period * $clk_io_pct] -clock clk0 $non_clock_inputs
set_output_delay [expr $clk_period * $clk_io_pct] -clock clk0 [all_outputs]
==> notes.md <==
fresh numbers from the pnr run: final setup margin -189.6 ps, sequential cell count 0, CLK BUF 0, power per cell area 352.3 mW/mm2, Pins Over Slew Limit 0, Logic area ~460 um2, yosys cell count 59, P_leak 0.0006243 uW, worst-path fanout max 6, post-route ant nets 0, Hold Path Class input port to primary output, Worst Path Required 880 ps, total iterations of the first detailed-routing run 2, routed wire length approximately 2000 um, sequential share of the synthesized area 0%, aggregate global-route resource usage 5.893%, chip area 0.006400 mm2, total power 454.4 uW, Clock power frac 0%, Reg power frac 0%, Chip Area, Yosys 412.9 um2, logic gate share of total power 100.0%, die width 80 um, synthesized area 412.9 um2, IO Pins slightly above 40, Core Box Area 0.003416 mm2, failing checks setup timing, status finished, violations left, vias in the first global route approximately 610, row count 21, internal cell power 286.6 uW, initial antenna violation count 0, Final min period between 1000 and 1500 ps, largest net degree at the start of global routing 7, CP Capture Type primary output, floorplan utilization 12.09%, IR drop worst, VDD 0.1813 mV, RSZ-0062 raised after global routing yes, vias per inst 3.586, Area Growth Syn to Fin 212.4%, fmax 775.4 MHz, global-route wire length before repair 3187 um, post-route core utilization between 30% and 40%, Ys Warns 1, DR vias 606, max-cap violations 0, Final setup viols 25, synth unique cells 21, Worst Setup Path Type input port to primary output, register area 0 um2, drt drc 0, Arrival @ worst endpoint 1070 ps, P_sw 167.8 uW, Cells after Synth 59, Syn Area/Cell 6.998 um2, wire per inst about 12 um, cycle use final 117.2%, I/O Buffers 33, Setup crit start kind input port, grt ovf 0, Sw Ratio 36.94%, diodes inserted 0, die height 80 um, Final GP Congestion 0.7647, Log Warnings 44, Final HPWL DP between 1000 and 1500 um, Final Hold Fails 0, dpl ws -1048 ps, Fill cells 332, layout cell share with drive strength beyond 1 86.99%, DR iter-0 viols 5
per-layer routing:
layer | global-route usage (%) | share of wire, %
met2 | 8.587 | 42
met1 | 8.857 | 50
met3 | 1.591 | 8.2
met4 | 0 | 0
met5 | 0 | 0
cell usage after synthesis:
| cell type | number | area [um2] |
|---|---|---|
| xnor2_1 | 1 | 8.760 |
| conb_1 | 1 | 3.750 |
| xor2_1 | 1 | 8.760 |
| buf_6 | 2 | 22.52 |
| nand2_1 | 2 | 7.510 |
| nor2b_1 | 1 | 6.260 |
| mux2i_1 | 1 | 10.01 |
| or2_1 | 1 | 6.260 |
| ha_1 | 6 | 75.07 |
| nor2_1 | 6 | 22.52 |
| inv_1 | 4 | 15.01 |
| o21ai_2 | 1 | 8.760 |
| a21oi_1 | 9 | 45.04 |
| inv_2 | 1 | 3.750 |
| nor3_4 | 1 | 16.27 |
| nor3_1 | 2 | 10.01 |
| and3_2 | 1 | 7.510 |
| nor2_2 | 1 | 6.260 |
| nor3b_1 | 2 | 15.01 |
| a211o_1 | 1 | 8.760 |
| buf_4 | 14 | 105.1 |
cell usage in the layout, fill, tap and decap left out, types with 3 or more instances in the layout:
cell type	instances
buf_4	20
buf_12	4
buf_6	24
a21oi_2	5
ha_4	6
buf_2	21
a21oi_1	3
conb_1	3
nor2_1	3
buf_8	6
nor2_4	3
path summary, 6_finish.rpt:
| path | start | to | slack (ps) | depth (start not counted) |
|---|---|---|---|---|
| hold / removal | addr[2] | out[18] | 800 | 4 |
| setup / recovery | addr[3] | out[6] | -190 | 7 |
per-stage QoR:
step	setup TNS, ps	area, um2	std cells	hold WS (ps)
3_3_place_gp	-26060	803.3	138	1522
2_1_floorplan	0	425.4	61	449.1
3_5_place_dp	-26430	803.3	138	1498
5_1_grt	-3334	1290	169	835.2
4_1_cts	-2249	1144	162	786.0
6_report	-2266	1290	169	800.3
cells by family (layout without fill, tap and decap cells):
group	Yosys count	after routing	share of synthesized area, %
AOI/OAI and AO/OA	11	11	15.15
xor gates and xnor gates	2	2	4.243
adders and majority gates	6	6	18.18
buffers and inverters	21	83	35.45
muxes	1	1	2.424
other	1	3	0.9082
and+or+nand+nor	17	17	23.64
area by class of cell:
cell class         instances  area share (%)
multi-input cells         40           35.60
well taps                 46           4.462
repair buffers            78           57.13
inverters                  5           2.813
timing repair:
item | 4_1_cts | 5_1_grt
endpoints found under the setup margin | 29 | 26
buffers inserted | 23 | 7
hold buffers | 0 | 0
endpoints found under the hold margin | 0 | 0
gates cloned | 1 | 0
pin swaps | 16 | 11
gates resized | 171 | 23
worst max-delay path, cell delays in order:
cell     delay (ps)
buf_8           100
buf_12          130
buf_8           120
buf_6           110
xnor2_2         130
o21ai_2         140
buf_2           110
power groups by stage:
stage / sequential (uW) / combinational [uW] / clock [uW]
CTS: 0 / 394 / 0
global route: 0 / 492 / 0
finish: 0 / 454 / 0
Power and IR drop assume default switching activity.
