==> ./design.v <==
`timescale 1ns / 1ps
module multi_ported_register_file(
    input  clk,
    input  [3:0] control_signal,
    input   [63:0] input_port_1,
    input   [63:0] input_port_2,
    input   [63:0] input_port_3,
    input   [63:0] input_port_4,
    output reg  [63:0] output_latch_1,
    output reg  [63:0] output_latch_2,
    output reg  [63:0] output_latch_3,
    output reg  [63:0] output_latch_4
);
    reg signed [63:0] registers [0:31];
    always@(posedge clk)
    begin
        case (control_signal)
            0 :  
            begin
                output_latch_1 <= registers[input_port_1];
            end
            1 :  
            begin
                output_latch_1 <= registers[input_port_1];
                output_latch_2 <= registers[input_port_2];
            end
            2 :  
            begin
                output_latch_1 <= registers[input_port_1];
                output_latch_2 <= registers[input_port_2];
                output_latch_3 <= registers[input_port_3];
            end
            3 :  
            begin
                output_latch_1 <= registers[input_port_1];
                output_latch_2 <= registers[input_port_2];
                output_latch_3 <= registers[input_port_3];
                output_latch_4 <= registers[input_port_4];
            end
            4 : 
            begin
                output_latch_1 <= registers[input_port_1];
                registers[input_port_3] <= input_port_2;
            end
            5 : 
            begin
                output_latch_1 <= registers[input_port_1];
                output_latch_2 <= registers[input_port_2];
                registers[input_port_4] <= input_port_3;
            end
            6 :  
            begin
                registers[input_port_1] <= input_port_2;
            end
            7 :  
            begin
                registers[input_port_1] <= input_port_2;
                registers[input_port_3] <= input_port_4;
            end
        endcase
    end
endmodule
==> ./run.sh <==
#!/bin/bash
# OpenROAD 26Q1-2900-gdf79404cd8, Yosys 0.63+post, stock flow scripts
make -C /OpenROAD-flow-scripts/flow DESIGN_CONFIG=/design/flow/config.mk WORK_HOME=/design/flow/orfs finish
==> ./config.mk <==
export PLATFORM = sky130hd
export DESIGN_NAME = multi_ported_register_file
export DESIGN_NICKNAME = multi_ported_register_file
export VERILOG_FILES = /design/flow/design.v
export SDC_FILE = /design/flow/constraint.sdc
export NUM_CORES = 4
export LEC_CHECK = 1
export CORE_UTILIZATION = 50
==> ./constraint.sdc <==
current_design multi_ported_register_file

set clk_period 74.2
set clk_io_pct 0.2

create_clock -name clk0 -period $clk_period [get_ports {clk}]

set non_clock_inputs [all_inputs -no_clocks]
set_input_delay [expr $clk_period * $clk_io_pct] -clock clk0 $non_clock_inputs
set_output_delay [expr $clk_period * $clk_io_pct] -clock clk0 [all_outputs]
==> impl_metrics.toml <==
# physical design summary
[placed_design]
portBuffers = 457
hpwl_um = 419600
gp_congestion = 1.031

[grt]
overflow = 0
antenna_found_initial = 46
grt_max_degree = 89
track_usage = 0.4999
grt_pass1_vias = 116930
grt_pass1_wl_um = 956600

[final_timing]
whs_ns = 0.8787
max_slew_margin = 0.1486
rsz0062_at_grt = "false"
hold_violations = 0
tns_ns = 0
finalClockPeriodUsage = 0.2646
period_needed_ns = 19.63
finalSetupViolations = 0
skew_ns = 0.03102
drv_slew = 0
worstMarginPinSlew_ns = 1.265
max_freq_ghz = 0.05094

[logic_synthesis]
ys_cells = 9549
synth.avg_cell_area_sq_um = 16.31
dominantRegCellSynth = "edfxtp_1"
yosys.area.top_type_share = 0.4442
synthCells = 9549
ys_chip_area_sq_um = 155800
yosysTopAreaCell = "edfxtp_1"
synth-edff-count = 2304
ys_ff = 2304
most_common_cell = "edfxtp_1"
synth_warnings = 1
post_synth_most_frequent_cells = "edfxtp_1 (2304), mux2_2 (2020), mux4_2 (1979)"
synth_area_sq_um = 155800
synth_cell_types = 44
ys_seq_share = 0.4442
async_reset_ff_frac = 0
top_cells_by_area = "edfxtp_1 (44%), mux4_2 (29%), mux2_2 (15%), o22ai_1 (2.8%), clkbuf_1 (1.9%)"

[setup_path]
crit_type = "in -> reg"
cp.depth = 11
end_kind = "flop"
arrival_ns = 20.30
cp_slowest_cell = "buf_4"
crit_chain = "buf_8, buf_4, buf_4, buf_4, buf_4, buf_4, buf_4, mux4_2, o22ai_1, nor4_1, buf_4"
crit_buf_inv = 8
cpPeakStageDelay_ns = 0.69
rr_worst_depth = 3
critPathTopFamily = "buffers and inverters"
worstPathRequired_ns = 74.87
worst_setup_path_start_kind = "input port"
path_max_fanout = 39
crit_top_cell = "buf_4"

[cts]
clock_sinks = 2304
cts_tree = "done"
path_clk_slew_ns = 0.06
clk_latency_ns = 0.94
numCtsBuffers = 278
cts-root-buf = "clkbuf_16"
post-cts-setup-buffer-count = 0
hold_buffers = 0
clk_path_buf_depth = 4
htree_levels = 5
cts_resized = 0

[flow_run]
log.warning_count = 85
maxCapViolCount = 0

[cells_and_area]
mi_logic_area_sq_um = 81440
fillers = 23610
synthToLayoutAreaGrowth_pct = 12.11
drive_above_1_share = 0.5291
regArea_sq_um = 69190

[worst_hold_path]
hold_class = "reg -> reg"
hold_depth = 3

[pwr]
combinationalPowerShare = 0.157
p_per_area_nw_per_um2 = 19.28
seq_power_share = 0.439
ir_drop_v = 0.00001628
power.share.clock = 0.404
switchingPower_uw = 890.6
p_leak_uw = 0.05563
p_sw_frac = 0.2645
p_int_uw = 2476

[floorplanning]
fp-row-count = 204
die_area_sq_um = 313700
fp.dieH_um = 560.1
initCoreUtil = 0.5035
die_w_um = 560.1
ios = 517
core-area_sq_um = 309400

[routing]
drtIter0Drc = 9362
via_per_inst = 7.936
remaining_drc_errors = 0
drt_first_pass_iters = 8
vias = 111299
final_antenna_net_count = 0
post_drt_wl_per_cell_um = 50.28
totalWireLength_um = 705100

[status]
status = "completed"
==> registers in the layout, summed over array words and instances (netlist names) <==
| register | cells |
|---|---|
| output_latch_3 | 64 |
| registers | 2048 |
| output_latch_1 | 64 |
| output_latch_2 | 64 |
| output_latch_4 | 64 |
==> layout make-up <==
cell class                 count  area share
antenna                       69   0.0009889
clock buffer                 346     0.04240
clock inverter               142    0.007302
inverter                       2  0.00004299
multi-input combinational   5915      0.4664
sequential                  2304      0.3962
tap                         4120     0.02952
timing repair buffer        1126     0.05712
==> tightest hold or removal path, delay by kind of cell (launching register included) <==
kind	cells	cell delay [ns]
compound gates	1	0.08
flops	1	0.37
mux	1	0.24
simple gates	1	0.08
==> placed cells by master (no fill, tap or decap), types with 59 or more instances in the layout <==
master and n:
buf_4 643, clkbuf_16 287, edfxtp_1 2304, mux2_2 2020, mux2i_1 213, nand2_1 85, mux4_2 1979, diode_2 69
o22ai_1 698, a22oi_1 343, clkdlybuf4s50_1 445, clkbuf_1 59, nand4_1 78, nor4_1 168
==> through the flow <==
step,instance area (sq um),util,total power [uW],worst slack (ns),cells
after floorplan,155800,-,1826,51.98,9549
after global routing,174500,0.5639,3434,54.29,13962
after global placement,165700,0.5358,2013,53.65,13466
after CTS,174400,0.5638,3356,54.61,13954
final,174600,0.5644,3367,54.57,14024
after detailed placement,165700,0.5358,2016,53.66,13466
==> per-layer routing <==
layer  share of wire  track usage
met5          0.0061       0.1163
met2            0.42       0.6424
met3            0.21       0.4405
met4           0.087       0.3254
met1            0.27       0.5269
==> cell families (layout without fill, tap and decap cells) <==
family,after synthesis,count (layout),share of synthesized area
buffers and inverters,1330,1616,0.03884
flip-flops,2304,2304,0.4442
multiplexers,4247,4247,0.4484
other,0,69,0
AND/OR/NAND/NOR,465,465,0.01682
AND-OR/OR-AND,1198,1198,0.05144
XOR/XNOR,5,5,0.0002812
==> path summary, 6_finish.rpt <==
path,end,start,slack [ns]
max reg2reg,output_latch_3[62]$_DFFE_PP_,registers[11][62]$_DFFE_PP_,71.84
min reg2reg,output_latch_1[42]$_DFFE_PP_,registers[6][42]$_DFFE_PP_,0.88
max,output_latch_4[26]$_DFFE_PP_,input_port_4[0],54.57
min,output_latch_1[42]$_DFFE_PP_,registers[6][42]$_DFFE_PP_,0.88
==> power by group through the flow <==
| stage | sequential (uW) | combinational, uW | clock (uW) |
|---|---|---|---|
| CTS | 1480 | 513 | 1360 |
| global route | 1480 | 545 | 1410 |
| finish | 1480 | 528 | 1360 |
Power is estimated from default activity; no workload was simulated.
