==> flow/design.v <==
`timescale 1ns / 1ps
module RegisterFile (
    input  clk,
    input  [1:0] control_signal,
    input  signed [63:0] input_port_1,
    input  signed [63:0] input_port_2,
    output reg signed [63:0] output_latch_1,
    output reg signed [63:0] output_latch_2
);
reg signed [63:0] registers [0:31];
always @(posedge clk) 
begin
    case (control_signal)
        2'b00:
        begin
            output_latch_1 <= output_latch_1;
            output_latch_2 <= output_latch_2;
        end
        2'b01: 
            output_latch_1 <= registers[input_port_1];
        2'b10: 
        begin
            output_latch_1 <= registers[input_port_1];
            output_latch_2 <= registers[input_port_2];
        end
        2'b11: 
            registers[input_port_2] <= input_port_1;
    endcase
end
endmodule
==> flow/constraint.sdc <==
current_design RegisterFile

set clk_period 18.9
set clk_io_pct 0.2

create_clock -name clk0 -period $clk_period [get_ports {clk}]

set non_clock_inputs [all_inputs -no_clocks]
set_input_delay [expr $clk_period * $clk_io_pct] -clock clk0 $non_clock_inputs
set_output_delay [expr $clk_period * $clk_io_pct] -clock clk0 [all_outputs]
==> flow/config.mk <==
export PLATFORM = sky130hd
export DESIGN_NAME = RegisterFile
export DESIGN_NICKNAME = RegisterFile
export VERILOG_FILES = /design/flow/design.v
export SDC_FILE = /design/flow/constraint.sdc
export NUM_CORES = 4
export LEC_CHECK = 1
export CORE_UTILIZATION = 30
==> flow/run.sh <==
#!/bin/bash
# OpenROAD 26Q1-2900-gdf79404cd8, Yosys 0.63+post, stock flow scripts
make -C /OpenROAD-flow-scripts/flow DESIGN_CONFIG=/design/flow/config.mk WORK_HOME=/design/flow/orfs finish
==> writeup.txt <==
The run finished with clean final reports. At the worst endpoint, the required time is 19.47 ns. The kind of end point of the critical path is a flop.

Summed over all nets, the half-perimeter wirelength after detailed placement is 188000 um. TritonCTS built the clock tree. Counting along the longest clock path gives a buffer depth of 4. The number of cells reported by Yosys stat comes to 4462.

With the die span in x at 567 um, the count of vias placed by the detailed router is 52803. In this run the cell area of the synthesized design comes to 0.0957 mm2. Counting flops and latches in the post-synthesis netlist gives 2176.

The initial antenna violation count is 18. After detailed routing, the number of remaining DRC violations is 0. The endpoint identified for the worst register-to-register timing path is output_latch_2[55]$_DFFE_PN_.

For the quantity of gates resized following cts, the log shows 0. The run gives 1 for the total number of yosys warnings. The number of synthesized flops with an enable pin is 2176. The total die area is 0.321 mm2. Setup repair after global routing left no endpoint under its margin. The setup check on the worst reg-to-reg path leaves a slack of 16.74 ns.

The chip area estimate from yosys synthesis was 0.0957 mm2; the final estimated routing congestion in global placement was 0.899. Looking at the critical path, the highest net fanout was 48. In the final timing run, aggregate negative setup slack is 0 ns. The cell type contributing the most total cell area after synthesis is sky130_fd_sc_hd__edfxtp_1.

Startpoint class of the critical path: an input pin. The run gives 0.303 for the floorplan utilization. Total iterations of the first detailed-routing run: 5. Nets still carrying antenna violations after routing amount to 0. The launch point of the worst register-to-register path is recorded as registers[30][55]$_DFFE_PP_. The share of post-route cells with drive strength above 1 came out at 0.325. For reference, the final report shows the max-slew violation count at 0. The height of the chip came out at 567 um. The pin closest to its max-slew limit shows a slew of 1.06 ns.

Across the run, the number of max-cap violations was 0. The number of endpoints failing setup at the final stage is 0, and the synthesized instance count is 4462. The timing report gives the clock slew at the launch and capture registers of the worst setup and hold paths as 0.06 ns. The run gives 0 for the share of synthesized registers carrying an async set or reset.

Port buffering added 199 buffers. The startpoint-to-endpoint class of the critical path was input pin to flop. Cell depth of the worst flop-to-flop path: 3. With the final period utilization at 0.402, the number of buffers added for setup after CTS is 0.

For the number of H-tree levels, the log shows 4. After detailed routing, the number of vias per cell comes to 5.76. The main flop type after synthesis was sky130_fd_sc_hd__edfxtp_1.

The logs give 259 for the number of top-level design ports and 0.289 for the worst-case headroom to the max-slew limit. Per the final timing report, the hold violations number 0. On the final layout, the worst hold slack is 0.803 ns. The first-iteration detailed-routing DRC count is 3879. The layout-stage area growth over the synthesis result is 16.0%. For this design, the CTS-stage hold fixing added 0 buffers.

The first global-routing pass estimated 454000 um of wire. In the hold timing report, the worst path depth is 3. STA reports the tightest min-delay check as being of type flop to flop.

In the post-synthesis netlist, the biggest area contributors are sky130_fd_sc_hd__edfxtp_1 (68%), sky130_fd_sc_hd__mux4_2 (22%), sky130_fd_sc_hd__a22oi_1 (2.5%), sky130_fd_sc_hd__mux2i_1 (1.5%), sky130_fd_sc_hd__o22ai_1 (1.2%). Global-route usage over all layers: 0.218. The cell sitting at the root of the clock tree is a sky130_fd_sc_hd__clkbuf_16.

Entering global routing, the biggest net connects 89 pins. The number of global-route vias before repair came out at 58938. With the area fraction of the dominant cell type after synthesis at 0.683, the clock latency at the later pin of the worst-skew pair is 0.90 ns.

Number of inserted filler cells in the final layout: 28738. The run gives 0.0581 ns as the clock skew. With the worst supply voltage drop on vdd at 76.6 uV, the leftover overflow at the end of global routing is 0. The mean post-synth cell area works out to 21.4 um2.

The minimum period implied by the final worst setup slack works out to 7.60 ns. With the row count at 206, the number of OpenROAD warnings is 86. For this design the ratio of total power to cell area is 96.4 mW/mm2. After floorplanning, the core was sized to cover 0.316 mm2.

The routed wire length per instance came out at 35.5 um. STA shows the worst min-delay path finishing at output_latch_2[3]$_DFFE_PN_. The power report puts the leakage power at 33.8 nW. The highest clock rate this design can be run at is 132 MHz.

The logs give 2176 for the number of clock sinks and 39 for the count of unique library cells instantiated by Yosys. The data arrival time reported for the critical path is 8.17 ns. Summed over all layers, the routed wires come to 325000 um.

STA lists the startpoint of the worst hold path as registers[2][3]$_DFFE_PP_. The run gives 0.683 for the sequential element share of the synthesized area. Per the TritonCTS log, the buffer count is 232.
## cells in the final DEF, fill, tap and decap left out, types with 3 or more instances in the layout
cell,netlist,routed
sky130_fd_sc_hd__edfxtp_1,2176,2176
sky130_fd_sc_hd__nor4_1,38,38
sky130_fd_sc_hd__nor2_4,0,34
sky130_fd_sc_hd__nand2_1,17,14
sky130_fd_sc_hd__nor2b_1,7,5
sky130_fd_sc_hd__nand3_1,49,47
sky130_fd_sc_hd__o22a_1,4,4
sky130_fd_sc_hd__clkbuf_16,0,234
sky130_fd_sc_hd__a22oi_1,322,322
sky130_fd_sc_hd__clkinv_4,0,5
sky130_fd_sc_hd__o22ai_1,188,188
sky130_fd_sc_hd__or2_0,6,6
sky130_fd_sc_hd__and2_1,6,4
sky130_fd_sc_hd__or3b_2,4,3
sky130_fd_sc_hd__nand3b_1,8,8
sky130_fd_sc_hd__nand4_1,71,71
sky130_fd_sc_hd__a21oi_1,7,7
sky130_fd_sc_hd__a22o_1,16,16
sky130_fd_sc_hd__nor3_1,11,11
sky130_fd_sc_hd__a221oi_1,7,7
sky130_fd_sc_hd__diode_2,0,6
sky130_fd_sc_hd__mux2i_1,144,144
sky130_fd_sc_hd__clkdlybuf4s50_1,0,192
sky130_fd_sc_hd__clkinv_1,0,48
sky130_fd_sc_hd__o221ai_1,4,4
sky130_fd_sc_hd__buf_8,1,5
sky130_fd_sc_hd__inv_6,0,6
sky130_fd_sc_hd__buf_12,0,12
sky130_fd_sc_hd__bufinv_16,0,24
sky130_fd_sc_hd__mux4_2,952,952
sky130_fd_sc_hd__inv_16,0,3
sky130_fd_sc_hd__clkinv_2,0,38
sky130_fd_sc_hd__clkbuf_1,118,41
sky130_fd_sc_hd__clkinvlp_4,0,17
sky130_fd_sc_hd__buf_4,57,263
sky130_fd_sc_hd__nor2_1,48,13
## per-layer routing
metal	global-route usage	up-vias	wire [um]
met3	0.202	736	66900
met5	0.0284	-	1560
met2	0.314	4471	148000
met4	0.0742	67	14500
li1	-	20661	-
met1	0.217	26868	94400
## flip-flops by register name, indices dropped and copies added (netlist names)
register,flops
output_latch_1,64
output_latch_2,64
registers,2048
## synthesized netlist by cell type, types with 39 or more instances
cell                          n
sky130_fd_sc_hd__a22oi_1    322
sky130_fd_sc_hd__mux4_2     952
sky130_fd_sc_hd__edfxtp_1  2176
sky130_fd_sc_hd__buf_1       39
sky130_fd_sc_hd__nor2_1      48
sky130_fd_sc_hd__nand3_1     49
sky130_fd_sc_hd__clkbuf_1   118
sky130_fd_sc_hd__mux2i_1    144
sky130_fd_sc_hd__nand4_1     71
sky130_fd_sc_hd__buf_2      106
sky130_fd_sc_hd__buf_4       57
sky130_fd_sc_hd__o22ai_1    188
## critical path, stage by stage
cell and delay, ns:
sky130_fd_sc_hd__buf_8 0.35, sky130_fd_sc_hd__buf_4 0.58, sky130_fd_sc_hd__buf_4 0.57, sky130_fd_sc_hd__buf_4 0.65, sky130_fd_sc_hd__buf_4 0.70, sky130_fd_sc_hd__mux4_2 0.36
sky130_fd_sc_hd__o22ai_1 0.08, sky130_fd_sc_hd__or2_0 0.24, sky130_fd_sc_hd__nor3_1 0.67
## worst max-delay path by stage
stage,startpoint,end,slack (ns),depth (start not counted)
CTS,input_port_1[0],output_latch_1[21]$_DFFE_PP_,11.28,9
global route,input_port_1[0],output_latch_1[18]$_DFFE_PP_,10.90,9
finish,input_port_1[0],output_latch_1[18]$_DFFE_PP_,11.30,9
## power by group
part / switching [W] / total [W] / internal, W / leakage, nW
Sequential: 0.0000259 / 0.00540 / 0.00538 / 19.7
Clock: 0.00192 / 0.00451 / 0.00259 / 3.58
Combinational: 0.000464 / 0.000785 / 0.000321 / 10.6
## final cells by class
| type | instances | area, um2 | area share |
|---|---|---|---|
| tap | 4160 | 5200 | 0.0469 |
| sequential | 2176 | 65300 | 0.589 |
| clock buffer | 275 | 6010 | 0.0542 |
| antenna | 6 | 15.0 | 0.000135 |
| inverter | 2 | 12.5 | 0.000113 |
| timing repair buffer | 473 | 4220 | 0.0380 |
| clock inverter | 141 | 1380 | 0.0125 |
| multi-input combinational | 1931 | 28800 | 0.259 |
## cells by family after synthesis
kind of cell | synth area share
adders and majority gates | 0.000262
AOI/OAI and AO/OA | 0.0408
and+or+nand+nor | 0.0166
buffers and inverters | 0.0202
DFF | 0.683
muxes | 0.239
## metrics by stage
step | worst slack (ns) | total power [W] | instance area, um2 | utilization | instances
2_1_floorplan | 10.78 | 0.00592 | 95700 | - | 4462
3_3_place_gp | 10.36 | 0.00629 | 104000 | 0.328 | 8742
3_5_place_dp | 10.33 | 0.00629 | 104000 | 0.328 | 8742
4_1_cts | 11.28 | 0.0108 | 111000 | 0.351 | 9158
5_1_grt | 10.90 | 0.0110 | 111000 | 0.351 | 9161
6_report | 11.30 | 0.0107 | 111000 | 0.351 | 9164
No activity file was given, so power comes from the tool's default toggle rates.
